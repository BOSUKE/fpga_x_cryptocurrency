==> flow/run.sh <==
#!/bin/bash
# OpenROAD 26Q1-2900-gdf79404cd8, Yosys 0.63+post, stock flow scripts
make -C /OpenROAD-flow-scripts/flow DESIGN_CONFIG=/design/flow/config.mk WORK_HOME=/design/flow/orfs finish
==> flow/config.mk <==
export PLATFORM = sky130hd
export DESIGN_NAME = sha256
export DESIGN_NICKNAME = sha256
export VERILOG_FILES = /design/flow/design.v
export SDC_FILE = /design/flow/constraint.sdc
export NUM_CORES = 4
export LEC_CHECK = 1
export CORE_AREA = 10 10 648 648
export DIE_AREA = 0 0 658 658
==> flow/constraint.sdc <==
current_design sha256

set clk_period 110.3
set clk_io_pct 0.2

create_clock -name clk0 -period $clk_period [get_ports {clk}]

set non_clock_inputs [all_inputs -no_clocks]
set_input_delay [expr $clk_period * $clk_io_pct] -clock clk0 $non_clock_inputs
set_output_delay [expr $clk_period * $clk_io_pct] -clock clk0 [all_outputs]
==> flow/design.v <==
module sha256 (
  input wire clk,
  input wire [BLOCKSIZE-1:0] block,
  input wire block_valid,
  input wire [HASHSIZE-1:0] prev_hash,
  output wire [HASHSIZE-1:0] hash,
  output wire hash_valid,
  output wire ready
  );
  localparam  WORDSIZE = 32;
  localparam  BLOCKSIZE = 512;
  localparam  HASHSIZE = 256;
  reg running;
  reg [6:0] round;
  reg valid;
  reg [WORDSIZE-1:0] h_0, h_1, h_2, h_3, h_4, h_5, h_6, h_7;
  reg [WORDSIZE-1:0] reg_a, reg_b, reg_c, reg_d, reg_e, reg_f, reg_g, reg_h;
  wire [WORDSIZE-1:0] kt;
  wire [WORDSIZE-1:0] wt;
  wire req_update = ~running & block_valid;
  wire finished = (round == 64);
  assign hash = {h_0, h_1, h_2, h_3, h_4, h_5, h_6, h_7};
  assign hash_valid = valid;
  assign ready = ~running;
  initial begin
    running <= 0;
    round <= 0;
    valid <= 0;
  end
  always @ (posedge clk) begin
    if (running) begin
      if (finished) begin
        running <= 0;
      end
    end else begin
      if (req_update) begin
        running <= 1;
      end
    end
  end
  always @ (posedge clk) begin
    if (running) begin
      round <= round + 1;
    end else if (req_update) begin
      round <= 0;
    end
  end
  always @ (posedge clk) begin
    if (req_update) begin
      valid <= 0;
    end else if (finished) begin
      valid <= 1;
    end
  end
  wire [WORDSIZE-1:0] iv_0 = prev_hash[WORDSIZE*7 +: WORDSIZE];
  wire [WORDSIZE-1:0] iv_1 = prev_hash[WORDSIZE*6 +: WORDSIZE];
  wire [WORDSIZE-1:0] iv_2 = prev_hash[WORDSIZE*5 +: WORDSIZE];
  wire [WORDSIZE-1:0] iv_3 = prev_hash[WORDSIZE*4 +: WORDSIZE];
  wire [WORDSIZE-1:0] iv_4 = prev_hash[WORDSIZE*3 +: WORDSIZE];
  wire [WORDSIZE-1:0] iv_5 = prev_hash[WORDSIZE*2 +: WORDSIZE];
  wire [WORDSIZE-1:0] iv_6 = prev_hash[WORDSIZE*1 +: WORDSIZE];
  wire [WORDSIZE-1:0] iv_7 = prev_hash[WORDSIZE*0 +: WORDSIZE];
  always @ (posedge clk) begin
      if (req_update) begin
        h_0 <= iv_0;
        h_1 <= iv_1;
        h_2 <= iv_2;
        h_3 <= iv_3;
        h_4 <= iv_4;
        h_5 <= iv_5;
        h_6 <= iv_6;
        h_7 <= iv_7;
      end else if (running & finished) begin
        h_0 <= h_0 + reg_a;
        h_1 <= h_1 + reg_b;
        h_2 <= h_2 + reg_c;
        h_3 <= h_3 + reg_d;
        h_4 <= h_4 + reg_e;
        h_5 <= h_5 + reg_f;
        h_6 <= h_6 + reg_g;
        h_7 <= h_7 + reg_h;
      end
  end
  wire [WORDSIZE-1:0] t1 = reg_h + calc_sum_1(reg_e) + calc_ch(reg_e, reg_f, reg_g) + kt + wt;
  wire [WORDSIZE-1:0] t2 = calc_sum_0(reg_a) + calc_maj(reg_a, reg_b, reg_c);
  always @ (posedge clk) begin
    if (req_update) begin
      reg_a <= iv_0;
      reg_b <= iv_1;
      reg_c <= iv_2;
      reg_d <= iv_3;
      reg_e <= iv_4;
      reg_f <= iv_5;
      reg_g <= iv_6;
      reg_h <= iv_7;
    end else begin
      reg_a <= t1 + t2;
      reg_b <= reg_a;
      reg_c <= reg_b;
      reg_d <= reg_c;
      reg_e <= reg_d + t1;
      reg_f <= reg_e;
      reg_g <= reg_f;
      reg_h <= reg_g;
    end
  end
  reg [WORDSIZE*16-1:0] message;
  wire [WORDSIZE-1:0] wt_2 = message[WORDSIZE*1 +: WORDSIZE];
  wire [WORDSIZE-1:0] wt_7 = message[WORDSIZE*6 +: WORDSIZE];
  wire [WORDSIZE-1:0] wt_15 = message[WORDSIZE*14 +: WORDSIZE];
  wire [WORDSIZE-1:0] wt_16 = message[WORDSIZE*15 +: WORDSIZE];
  wire [WORDSIZE-1:0] wt_next = calc_s_sum_1(wt_2) + wt_7 + calc_s_sum_0(wt_15) + wt_16;
  assign wt = message[WORDSIZE*15 +: WORDSIZE];
  always @(posedge clk) begin
    if (req_update) begin
      message <= block;
    end else begin
      message <= {message[0 +: WORDSIZE*15], wt_next};
    end
  end
  function [WORDSIZE-1:0] calc_ch;
    input [WORDSIZE-1:0] x;
    input [WORDSIZE-1:0] y;
    input [WORDSIZE-1:0] z;
    begin
      calc_ch = (x & y) ^ (~x & z);
    end
  endfunction
  function [WORDSIZE-1:0] calc_maj;
    input [WORDSIZE-1:0] x;
    input [WORDSIZE-1:0] y;
    input [WORDSIZE-1:0] z;
    begin
      calc_maj = (x & y) ^ (x & z) ^ (y & z);
    end
  endfunction
  function [WORDSIZE-1:0] calc_sum_0;
    input [WORDSIZE-1:0] x;
    begin
      calc_sum_0 = {x[1:0], x[31:2]} ^ {x[12:0], x[31:13]} ^ {x[21:0], x[31:22]};
    end
  endfunction
  function [WORDSIZE-1:0] calc_sum_1;
    input [WORDSIZE-1:0] x;
    begin
      calc_sum_1 = {x[5:0], x[31:6]} ^ {x[10:0], x[31:11]} ^ {x[24:0], x[31:25]};
    end
  endfunction
  function [WORDSIZE-1:0] calc_s_sum_0;
    input [WORDSIZE-1:0] x;
    begin
      calc_s_sum_0 = {x[6:0], x[31:7]} ^ {x[17:0], x[31:18]} ^ (x >> 3);
    end
  endfunction
  function [WORDSIZE-1:0] calc_s_sum_1;
    input [WORDSIZE-1:0] x;
    begin
      calc_s_sum_1 = {x[16:0], x[31:17]} ^ {x[18:0], x[31:19]} ^ (x >> 10);
    end
  endfunction
  assign kt = k_table(round[5:0]);
  function [WORDSIZE-1:0] k_table;
    input [5:0] addr;
    begin
      case(addr)
        00: k_table = 32'h428a2f98;
        01: k_table = 32'h71374491;
        02: k_table = 32'hb5c0fbcf;
        03: k_table = 32'he9b5dba5;
        04: k_table = 32'h3956c25b;
        05: k_table = 32'h59f111f1;
        06: k_table = 32'h923f82a4;
        07: k_table = 32'hab1c5ed5;
        08: k_table = 32'hd807aa98;
        09: k_table = 32'h12835b01;
        10: k_table = 32'h243185be;
        11: k_table = 32'h550c7dc3;
        12: k_table = 32'h72be5d74;
        13: k_table = 32'h80deb1fe;
        14: k_table = 32'h9bdc06a7;
        15: k_table = 32'hc19bf174;
        16: k_table = 32'he49b69c1;
        17: k_table = 32'hefbe4786;
        18: k_table = 32'h0fc19dc6;
        19: k_table = 32'h240ca1cc;
        20: k_table = 32'h2de92c6f;
        21: k_table = 32'h4a7484aa;
        22: k_table = 32'h5cb0a9dc;
        23: k_table = 32'h76f988da;
        24: k_table = 32'h983e5152;
        25: k_table = 32'ha831c66d;
        26: k_table = 32'hb00327c8;
        27: k_table = 32'hbf597fc7;
        28: k_table = 32'hc6e00bf3;
        29: k_table = 32'hd5a79147;
        30: k_table = 32'h06ca6351;
        31: k_table = 32'h14292967;
        32: k_table = 32'h27b70a85;
        33: k_table = 32'h2e1b2138;
        34: k_table = 32'h4d2c6dfc;
        35: k_table = 32'h53380d13;
        36: k_table = 32'h650a7354;
        37: k_table = 32'h766a0abb;
        38: k_table = 32'h81c2c92e;
        39: k_table = 32'h92722c85;
        40: k_table = 32'ha2bfe8a1;
        41: k_table = 32'ha81a664b;
        42: k_table = 32'hc24b8b70;
        43: k_table = 32'hc76c51a3;
        44: k_table = 32'hd192e819;
        45: k_table = 32'hd6990624;
        46: k_table = 32'hf40e3585;
        47: k_table = 32'h106aa070;
        48: k_table = 32'h19a4c116;
        49: k_table = 32'h1e376c08;
        50: k_table = 32'h2748774c;
        51: k_table = 32'h34b0bcb5;
        52: k_table = 32'h391c0cb3;
        53: k_table = 32'h4ed8aa4a;
        54: k_table = 32'h5b9cca4f;
        55: k_table = 32'h682e6ff3;
        56: k_table = 32'h748f82ee;
        57: k_table = 32'h78a5636f;
        58: k_table = 32'h84c87814;
        59: k_table = 32'h8cc70208;
        60: k_table = 32'h90befffa;
        61: k_table = 32'ha4506ceb;
        62: k_table = 32'hbef9a3f7;
        63: k_table = 32'hc67178f2;
      endcase
    end
  endfunction
endmodule
==> results.ini <==
[floorplanning]
dieWidth_um = 658
num_rows = 234
coreArea_mm2 = 0.4058
initCoreUtil_pct = 15.28
dieArea_mm2 = 0.4330
die.size.y_um = 658
io_pins = 1028

[sta]
slew_headroom_pct = 36.17
hold_viol = 0
fin_skew_ps = 59.95
tns_ps = 0
min_period_over_period_pct = 23.60
period_minus_slack_ps = 26030
worstMarginPinSlew_ps = 955.4
maxSlewViolCount = 0
setup_viol = 0
max_freq_mhz = 38.42
rsz0062_at_grt = no

[placed_design]
dp_cells = 13750
dp_hpwl_mm = 287.8
io_buffers = 1027
gp_congestion = 0.9670

[yosys]
synth_cell_types = 85
edf_count = 263
synth.area.mux_share_pct = 0.8698
adder_share_pct = 14.22
postSynthSeqShare_pct = 37.60
ys_cells = 7496
simple_gate_share_pct = 19.65
synth_cells = 7496
syn-mean-instance-area_um2 = 8.271
logic_family = simple AND/OR/NAND/NOR gates
ys_warn_count = 1
synth_area_mm2 = 0.06200
synth-seq-cells = 1033
ys.flop_type = dfxtp_1
compound_area_share_pct = 15.00
ys_area_mm2 = 0.06200
async_reset_ff_share_pct = 0
xor_share_pct = 7.996

[detailed_routing]
viasPerCell = 4.024
finalWirelength_mm = 343.6
avgRoutedWirePerCell_um = 24.51
drt_iter0_drc = 4474
ant_nets = 0
dr.pass1.iters = 6
drc_errors = 0
num_vias = 56400

[setup_path]
critPathLaunchType = input pin
critPathArrivalTime_ps = 26730
crit_start = block_valid
cp.required_ps = 111000
cp-end-kind = flip-flop
crit-reg2reg-launch = round[1]$_SDFFCE_PN0P_
worstPathMaxFanout = 161
crit_type = input pin to flip-flop

[cts]
cts_buffers = 138
cts_tree = yes
cts.sink_count = 1033
cts_setup_buffers = 0
worstSkewPairLatency_ps = 850
root_buffer = clkbuf_16
cts_buffer_depth = 4
cts.clk_slew.worst_paths_ps = 60
cts.repair.resized = 0
htreeDepth = 4
holdBufCountCts = 0

[worst_hold_path]
min_from = message[98]$_DFF_P_
hp-class = flip-flop to flip-flop

[grt]
grt_pass1_vias = 55660
grtUsageTotal_pct = 15.59
met1_usage_pct = 20.32
antenna_found_initial = 76
grt_max_degree = 162
met2_usage_pct = 24.27
grt_pass1_wl_mm = 463.8
grt.busiest_layer = met2
overflow = 0
gr-usage-met3_pct = 4.811

[cells_and_area]
layoutNonFillerInstCount = 14020
largest_register = message
lay_top_count = nand2_1
nFillCells = 44720
largest_register_ffs = 512
drive_gt1_share_pct = 4.691
synthToLayoutAreaGrowth_pct = 34.61
seqCellArea_mm2 = 0.02331
area.combinational_mm2 = 0.03582
lay_top_cells = 2293 x nand2_1, 1027 x clkdlybuf4s50_1, 770 x dfxtp_1, 506 x o21ai_0, 436 x inv_1

[run_status]
status = finished clean

[job]
warning_count = 52
max_cap_violations = 0

stage by stage:
stage | area, um2 | hold slack [ps] | setup slack, ps | utilization (%)
finish | 83450 | 386.8 | 84270 | 20.57
global route | 83430 | 417.8 | 84090 | 20.56
CTS | 83400 | 407.2 | 84440 | 20.55
detailed placement | 78870 | 403.5 | 83510 | 19.43
global placement | 78870 | 399.8 | 83500 | 19.43
floorplan | 62000 | 398.8 | 81380 | -
layer usage:
layer | wire [um] | vias to the layer above
li1 | - | 27010
met1 | 142400 | 26790
met2 | 155400 | 2028
met3 | 28100 | 527
met4 | 17450 | 52
met5 | 312 | -
layout make-up:
cell class              count  area share, %
diodes                     21        0.06297
multi-input cells        5694          42.92
well taps                5428          8.138
inverters                 440          1.979
clock inverters            59         0.8636
flip-flops and latches   1033          27.93
clock buffers             186          4.571
repair buffers           1157          13.53
final timing paths:
path | cells after the start | slack, ps | to
min | 2 | 390 | message[130]$_DFF_P_
max reg2reg | 37 | 99610 | reg_a[29]$_DFF_P_
max | 8 | 84270 | message[15]$_DFF_P_
min reg2reg | 2 | 390 | message[130]$_DFF_P_
synthesized netlist by cell type (5+ instances only):
cell / number / area [um2]
and2_1: 16 / 100.1
inv_1: 436 / 1637
ha_1: 390 / 4880
fa_1: 195 / 3904
or3_1: 19 / 118.9
buf_1: 28 / 105.1
mux2_2: 11 / 123.9
and3_1: 44 / 275.3
o31ai_1: 49 / 367.9
clkbuf_1: 297 / 1115
nand3_1: 72 / 360.4
o22ai_1: 11 / 68.82
o311a_1: 10 / 100.1
a21o_1: 216 / 1622
o31a_1: 6 / 52.55
xor2_1: 244 / 2137
a21oi_1: 347 / 1737
a221oi_1: 9 / 78.83
nand4_1: 29 / 181.4
o211ai_1: 23 / 172.7
nor2_1: 274 / 1028
mux2i_1: 28 / 280.3
nor3_1: 84 / 420.4
nor3b_1: 10 / 75.07
o21bai_1: 45 / 337.8
a211oi_1: 55 / 412.9
o21ai_1: 12 / 60.06
nand4b_1: 8 / 70.07
or4b_2: 5 / 50.05
edfxtp_1: 263 / 7898
xnor2_1: 322 / 2820
o311ai_0: 13 / 113.9
nor2b_1: 42 / 262.8
a311oi_1: 7 / 61.31
dfxtp_1: 770 / 15410
or2_2: 13 / 81.33
mux4_2: 6 / 135.1
o21a_1: 60 / 450.4
a31oi_1: 57 / 356.6
o21ai_0: 506 / 2532
a22oi_1: 6 / 45.04
nand2_1: 2295 / 8615
nand2b_1: 56 / 350.3
a21boi_0: 15 / 112.6
logic make-up after synthesis:
logic type                 after synthesis
muxes                                   45
DFF                                   1033
and+or+nand+nor                       2990
adders and majority gates              588
buffers and inverters                  769
AOI/OAI and AO/OA                     1505
xor gates and xnor gates               566
worst max-delay path, cell delays in order:
cell             delay [ps]
clkdlybuf4s50_1         480
nand2_4                 490
buf_4                   630
buf_4                   470
buf_4                   640
buf_4                   710
buf_12                  520
mux2_2                  400
